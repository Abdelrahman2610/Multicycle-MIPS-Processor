==> design/flow/design.v <==
module alu (
    input  wire [31:0] A,
    input  wire [31:0] B,
    input  wire       ALUSrc,
    input  wire [15:0] imm,
    input  wire [1:0]  ALUOp,
    input  wire [5:0]  funct,
    output reg  [31:0] alu_result,
    output reg        zero
);
    wire [31:0] sign_ext_imm = {{16{imm[15]}}, imm};
    wire [31:0] operand_b = ALUSrc ? sign_ext_imm : B;
    always @(*) begin
        alu_result = 32'b0;
        zero       = 1'b0;
        case (ALUOp)
            2'b00: alu_result = A + operand_b;
            2'b01: begin
                alu_result = A - B;
                zero       = (alu_result == 0);
            end
            2'b10: begin
                case (funct)
                    6'b100000: alu_result = A + B;    
                    6'b100010: alu_result = A - B;    
                    6'b100100: alu_result = A & B;    
                    6'b100101: alu_result = A | B;    
                    6'b101010: alu_result = (A < B) ? 32'd1 : 32'd0;  
                    default:   alu_result = 32'd0;
                endcase
            end
            default: alu_result = 32'd0;
        endcase
    end
endmodule
==> design/flow/run.sh <==
#!/bin/bash
# OpenROAD 26Q1-2900-gdf79404cd8, Yosys 0.63+post, stock flow scripts
make -C /OpenROAD-flow-scripts/flow DESIGN_CONFIG=/design/flow/config.mk WORK_HOME=/design/flow/orfs finish
==> design/flow/config.mk <==
export PLATFORM = sky130hd
export DESIGN_NAME = alu
export DESIGN_NICKNAME = alu
export VERILOG_FILES = /design/flow/design.v
export SDC_FILE = /design/flow/constraint.sdc
export NUM_CORES = 4
export LEC_CHECK = 1
export CORE_UTILIZATION = 40
==> design/flow/constraint.sdc <==
current_design alu

set clk_period 20.3
set clk_io_pct 0.2

create_clock -name clk0 -period $clk_period

set non_clock_inputs [all_inputs -no_clocks]
set_input_delay [expr $clk_period * $clk_io_pct] -clock clk0 $non_clock_inputs
set_output_delay [expr $clk_period * $clk_io_pct] -clock clk0 [all_outputs]
==> results.cfg <==
; yosys + openroad results
[outcome]
run_status = complete, no violations

[critical_path]
crit_buf_inv = 3
critPathTopFamily = AND-OR/OR-AND gates
crit_path_max_fanout = 4
startpoint_type = primary input
worstPathCellList = clkdlybuf4s50_1, inv_1, o21ai_0, ha_1, fa_1, a211oi_1, o21bai_1, o211ai_1, a21boi_0, a21oi_1, o22ai_1, o21ai_0, nand2b_1, a311oi_1, xor2_1, o221ai_1, clkdlybuf4s50_1
required_ns = 16.24
max_stage_delay_ns = 0.52
crit_start = B[0]
cp-end-kind = output port
critPathSlowestCell = clkdlybuf4s50_1
setup.worst_path.class = primary input to output port
critPathArrivalTime_ns = 8.63

[cts]
ctsResizeCount = 0
post_cts_buffers = 0
hold_buffers = 0

[power]
power_leakage_nw = 3.79
powerDensity_nw_per_um2 = 32.8
vdd_drop_max_mv = 0.0144

[layout]
seq_area_um2 = 0
lay_top_cells = ha_1 (134), clkdlybuf4s50_1 (120), a21oi_1 (104)
utilization = 0.485
area_growth_pct = 18.1
clkbuf_count = 0
flop-count = 0
final_common_cell = ha_1
drive_gt1_frac = 0.0370

[sta]
rsz0062_at_grt = no
period_minus_slack_ns = 12.69
worst_slack_ns = 7.61
setup_viol = 0
hold_violations = 0
max-slew-margin-rel = 0.415
whs_ns = 9.11
slew_violations = 0
fmax_mhz = 78.8
setup_tns_ns = 0
period_used_share = 0.625
tightest_slew_ns = 0.869

[routing]
vias = 8343
wire_per_inst_um = 19.0
drt_iter0_markers = 757
drc = 0
postRouteAntennaNets = 0
drt_first_pass_iters = 5
drt-vias-per-instance = 5.89
antenna_cells = 0
routed_wl_um = 27000

[floorplan]
die_area_um2 = 19000
die_h_um = 138
fp-row-count = 49
fp_util = 0.410
fp.dieW_um = 138
core-area_um2 = 18000
io_pins = 122

[synthesis]
synth_area_um2 = 7400
topCellsByArea = ha_1 (23%), a21oi_1 (7.0%), o21ai_0 (7.0%), xnor2_1 (6.9%), inv_1 (5.2%)
muxShareOfSynthArea = 0.0135
ys_sh_xor = 0.0876
yosys_warnings = 1
ys_area_um2 = 7400
ys_sh_aoi = 0.384
postSynthSeqShare = 0
avgSynthCellArea_um2 = 6.67
ys_sh_simple = 0.194
synth_cell_types = 84
netlist.area_leader.share = 0.227
synthCells = 1109
ys_sh_adder = 0.235
topCombFamilyByArea = AND-OR/OR-AND gates
synth_area_leader_cell = ha_1
ys_cells = 1109

[worst_hold_path]
whs_endpoint = alu_result[25]
holdPathStages = 4
holdCritPathClass = primary input to output port
hp-start = funct[0]

[global_routing]
grt_pass1_wl_um = 41900
grt_use_total = 0.288
grtUsageMet1 = 0.446
grt_pass1_vias = 7565
busiest_layer = met1
grtUsageMet3 = 0.0343
grt_max_degree = 49
met2_usage = 0.435
grt.overflow.total = 0
antenna_found_initial = 0

[placement]
pre_cts_ws_ns = 7.65
numPortBuffers = 122
gp_congestion = 0.990
dp_hpwl_um = 21900

[job]
drv_cap = 0
tool_warnings = 103
## report_power, final
part           internal (mW)  switching (mW)
registers                  0               0
logic                  0.123           0.163
clock network              0               0
## cell type report
class	instances	area, um^2
inverter	107	402
multi-input combinational	948	6760
fill	1875	9290
timing repair buffer	133	1290
tap	229	287
## through the flow
step           total power [mW]  instance area, um^2  std cells
2_1_floorplan             0.185                 7400       1109
3_3_place_gp              0.283                 8740       1417
3_5_place_dp              0.281                 8740       1417
4_1_cts                   0.283                 8740       1417
5_1_grt                   0.315                 8740       1417
6_report                  0.286                 8740       1417
## worst max-delay path by stage
stage,endpoint,slack (ns),depth (start not counted)
4_1_cts,alu_result[30],7.62,17
5_1_grt,alu_result[30],7.31,17
6_report,alu_result[30],7.61,17
## Yosys cell counts, types with 5 or more instances
cell      count
a31oi_1       8
a221oi_1      5
xor2_1       16
nor4_1       11
nand3_1      22
o31ai_1      14
clkbuf_1     40
a211oi_1     16
ha_1        134
o22ai_1      27
nor2_1       94
nor2b_1      12
and3_1        6
nand2_1      95
a21o_1       22
o21bai_1     15
o31a_1        5
a221o_1       6
mux2i_1      10
o21ai_0     103
inv_1       103
nor3_1       16
o21a_1       11
a22oi_1      14
nand2b_1     13
a21oi_1     104
xnor2_1      58
buf_2         6
o211ai_1      8
nand4_1       9
o221ai_1      8
## routing by layer
metal | vias up | share of wire
met5 | - | 0
met4 | 0 | 0.011
met3 | 23 | 0.081
met2 | 335 | 0.42
met1 | 3810 | 0.49
li1 | 4175 | -
## logic make-up (layout without fill, tap and decap cells)
kind of cell / after synthesis / after routing
AOI/OAI and AO/OA: 421 / 421
xor gates and xnor gates: 74 / 74
adders and majority gates: 137 / 137
buffers and inverters: 161 / 240
muxes: 10 / 10
and+or+nand+nor: 306 / 306
Power and IR drop assume default switching activity.
