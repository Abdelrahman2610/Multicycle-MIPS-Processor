<file path="flow/run.sh">
#!/bin/bash
# OpenROAD 26Q1-2900-gdf79404cd8, Yosys 0.63+post, stock flow scripts
make -C /OpenROAD-flow-scripts/flow DESIGN_CONFIG=/design/flow/config.mk WORK_HOME=/design/flow/orfs finish
</file>
<file path="flow/config.mk">
export PLATFORM = sky130hd
export DESIGN_NAME = Control
export DESIGN_NICKNAME = Control
export VERILOG_FILES = /design/flow/design.v
export SDC_FILE = /design/flow/constraint.sdc
export NUM_CORES = 4
export LEC_CHECK = 1
export CORE_AREA = 10 10 70 70
export DIE_AREA = 0 0 80 80
</file>
<file path="flow/constraint.sdc">
current_design Control

set clk_period 2.0
set clk_io_pct 0.2

create_clock -name clk0 -period $clk_period

set non_clock_inputs [all_inputs -no_clocks]
set_input_delay [expr $clk_period * $clk_io_pct] -clock clk0 $non_clock_inputs
set_output_delay [expr $clk_period * $clk_io_pct] -clock clk0 [all_outputs]
</file>
<file path="flow/design.v">
module Control (
    input  wire [5:0] OpCode,
    input  wire [2:0] State,
    output reg        RegDst,
    output reg        Branch,
    output reg        MemRead,
    output reg        MemtoReg,
    output reg [1:0]  ALUOp,
    output reg        MemWrite,
    output reg        ALUSrc,
    output reg        RegWrite,
    output reg        Jump,
    output wire       PCWrite,
    output wire       IRWrite
);
    localparam FETCH      = 3'd0;
    localparam DECODE     = 3'd1;
    localparam EXECUTE    = 3'd2;
    localparam MEMORY     = 3'd3;
    localparam WRITEBACK  = 3'd4;
    reg PCWrite_internal, IRWrite_internal;
    assign PCWrite = PCWrite_internal;
    assign IRWrite = IRWrite_internal;
    always @(*) begin
        RegDst         = 1'b0;
        Branch         = 1'b0;
        MemRead        = 1'b0;
        MemtoReg       = 1'b0;
        ALUOp          = 2'b00;
        MemWrite       = 1'b0;
        ALUSrc         = 1'b0;
        RegWrite       = 1'b0;
        Jump           = 1'b0;
        PCWrite_internal = 1'b0;
        IRWrite_internal = 1'b0;
        case (State)
            FETCH: begin
                IRWrite_internal = 1'b1;
                PCWrite_internal = 1'b1;
            end
            DECODE: begin
            end
            EXECUTE: begin
                case (OpCode)
                    6'b000000: ALUOp = 2'b10;   
                    6'b100011: begin            
                        ALUSrc = 1'b1;
                        ALUOp  = 2'b00;
                    end
                    6'b101011: begin            
                        ALUSrc   = 1'b1;
                        ALUOp    = 2'b00;
                        MemWrite = 1'b1;
                    end
                    6'b000100: begin            
                        ALUOp          = 2'b01;
                        Branch         = 1'b1;
                        PCWrite_internal = 1'b1;
                    end
                    6'b001000: begin            
                        ALUSrc   = 1'b1;
                        ALUOp    = 2'b00;
                        RegWrite = 1'b1;
                    end
                    6'b000010: begin            
                        Jump           = 1'b1;
                        PCWrite_internal = 1'b1;
                    end
                endcase
            end
            MEMORY: begin
                case (OpCode)
                    6'b100011: begin  
                        MemRead  = 1'b1;
                        MemtoReg = 1'b1;
                    end
                    6'b101011: begin  
                        MemWrite = 1'b1;
                    end
                endcase
            end
            WRITEBACK: begin
                case (OpCode)
                    6'b000000: begin  
                        RegDst   = 1'b1;
                        RegWrite = 1'b1;
                    end
                    6'b001000: begin  
                        RegWrite = 1'b1;
                    end
                endcase
            end
            default: begin
            end
        endcase
    end
endmodule
</file>
==> impl_metrics.env <==
# flow metrics
export IMPL_ys_sh_aoi_pct=10.4
export IMPL_dp_hpwl_microns=806
export IMPL_critPathKind="input pin to output pin"
export IMPL_worst_ep_arrival_time_ps=1550
export IMPL_dr_pass1_iters=2
export IMPL_die_y_microns=80
export IMPL_max_stage_delay_ps=250
export IMPL_layout_clock_buffers=0
export IMPL_period_used_pct=97.4
export IMPL_tool_warnings=33
export IMPL_p_total_mw=0.0561
export IMPL_yosys_stat_area_sq_um=168
export IMPL_core_area_sq_mm=0.00342
export IMPL_ys_cells=28
export IMPL_cap_violations=0
export IMPL_n_sequential_cell=0
export IMPL_holdPathEnd="Jump"
export IMPL_cp_slowest_cell="dlygate4sd2_1"
export IMPL_whs_path_depth=3
export IMPL_grt_pass1_vias=272
export IMPL_finalWirelength_microns=1020
export IMPL_antenna_found_initial=0
export IMPL_min_from="OpCode[2]"
export IMPL_grt_pass1_wl_microns=1360
export IMPL_period_needed_ps=1950
export IMPL_cp_required_ps=1600
export IMPL_p_int_mw=0.0295
export IMPL_end_kind="output pin"
export IMPL_drc_errors=0
export IMPL_initial_utilization_pct=4.91
export IMPL_pwr_share_clk_pct=0
export IMPL_yosysUniqueCellTypes=15
export IMPL_final_cells=104
export IMPL_slew_headroom_pct=83.6
export IMPL_drive_above_1_share_pct=55.2
export IMPL_comb_power_share_pct=100.0
export IMPL_top_cells_by_count="5 x nor3b_1, 4 x nor2_1, 3 x nand3_1, 3 x nor3_1"
export IMPL_grt_max_degree=7
export IMPL_start_kind="input pin"
export IMPL_setup_violations=0
export IMPL_power_switching_mw=0.0266
export IMPL_rows=21
export IMPL_diodes=0
export IMPL_synthesis_instances=28
export IMPL_area_growth_syn_to_layout_pct=225
export IMPL_p_per_area_mw_per_mm2=103
export IMPL_gr_usage_all_layers_pct=2.56
export IMPL_cp_num_buf_inv=4
export IMPL_gr_total_overflow=0
export IMPL_crit_fanout=3
export IMPL_slew_violations=0
export IMPL_hold_viol=0
export IMPL_cpLargestDelayFamily="buffers and inverters"
export IMPL_num_vias=326
export IMPL_place_congestion=0.768
export IMPL_synthMuxAreaShare_pct=0
export IMPL_drt_iter0_drc=7
export IMPL_worst_ir_drop_vdd_mv=0.0164
export IMPL_topCombFamilyByArea="simple AND/OR/NAND/NOR gates"
export IMPL_portBuffers=21
export IMPL_top_cell_area_share_pct=22.4
export IMPL_synth_most_common_cell="nor3b_1"
export IMPL_yosys_area_top_type="nor3b_1"
export IMPL_synth_area_sq_um=168
export IMPL_setup_ws_ps=52.7
export IMPL_dp_cells=98
export IMPL_ys_seq_share_pct=0
export IMPL_fmax_mhz=514
export IMPL_hold_path_class="input pin to output pin"
export IMPL_leakage_nw=0.240
export IMPL_yosys_warnings=1
export IMPL_run_status="complete, no violations"
export IMPL_xor_share_pct=5.22
export IMPL_ys_sh_adder_pct=0
export IMPL_topCellsByArea="nor3b_1 22%, nand3_1 9.0%, nor3_1 9.0%, nor2_1 9.0%, nor4_2 7.5%"
export IMPL_ios=21
export IMPL_wl_per_cell_microns=9.85
export IMPL_die_area_sq_mm=0.00640
export IMPL_tightestPinTransition_ps=244
export IMPL_final_antenna_net_count=0
export IMPL_viasPerCell=3.13
export IMPL_fp_dieW_microns=80
export IMPL_path_cells="dlygate4sd2_1 -> buf_4 -> nand3b_1 -> buf_4 -> nor3b_2 -> dlygate4sd2_1"
export IMPL_p_seq_share_pct=0
export IMPL_avgSynthCellArea_sq_um=5.99
export IMPL_power_share_switching_pct=47.4
export IMPL_dp_slack_ps=-503
export IMPL_flop_area_sq_um=0
export IMPL_simple_gate_area_share_pct=77.6
export IMPL_hold_slack_ps=1170
## how the worst max path moves through the flow
stage	slack [ps]	end	cells after the start	from
CTS	-50	Branch	6	OpCode[3]
global route	-40	ALUOp[1]	6	OpCode[1]
finish	50	ALUOp[1]	6	State[0]
## final cells by class
cell class / count / area [sq um]
fill: 393 / 2870
inverter: 1 / 3.75
multi-input combinational: 26 / 234
tap: 46 / 57.6
timing repair buffer: 31 / 250
## timing repair
item	CTS	global route
gates resized	36	13
pin swaps	12	7
endpoints found under the setup margin	12	7
hold buffers	0	0
buffers inserted	5	1
cloned	0	0
## power by group through the flow
stage         registers [mW]  clock network [mW]  logic, mW
CTS                        0                   0     0.0543
global route               0                   0     0.0603
finish                     0                   0     0.0561
## metrics by stage
| step | area, sq um | util, % | setup TNS [ps] |
|---|---|---|---|
| 2_1_floorplan | 168 | - | 0 |
| 3_3_place_gp | 458 | 13.4 | -4130 |
| 3_5_place_dp | 458 | 13.4 | -4250 |
| 4_1_cts | 542 | 15.9 | -92.0 |
| 5_1_grt | 546 | 16.0 | -57.9 |
| 6_report | 546 | 16.0 | 0 |
## per-layer routing
| layer | track usage [%] | vias to the layer above | share of wire (%) |
|---|---|---|---|
| met5 | 0 | - | 0 |
| met4 | 0 | 0 | 0 |
| met3 | 0.341 | 0 | 8.7 |
| met2 | 4.82 | 12 | 50 |
| met1 | 3.16 | 152 | 41 |
| li1 | - | 162 | - |
## cells in the final DEF (no fill, tap or decap)
cell | synthesis | final
dlygate4sd2_1 | 0 | 9
buf_4 | 1 | 9
nor3b_2 | 0 | 5
clkbuf_2 | 0 | 5
clkdlybuf4s50_1 | 0 | 3
nand2_1 | 2 | 2
nor3_2 | 0 | 2
nor2_2 | 0 | 2
nand3_2 | 0 | 2
nor2_1 | 4 | 2
clkdlybuf4s15_1 | 0 | 2
nand2b_4 | 0 | 1
nor2b_4 | 0 | 1
nand3b_1 | 1 | 1
a21oi_2 | 0 | 1
nor3_1 | 3 | 1
nor4_4 | 0 | 1
xor2_1 | 1 | 1
a21boi_0 | 1 | 1
and3_2 | 1 | 1
a21oi_1 | 2 | 1
nand3_1 | 3 | 1
inv_1 | 1 | 1
buf_2 | 0 | 1
dlymetal6s2s_1 | 0 | 1
buf_6 | 0 | 1
## cell families after synthesis
family	after synthesis
xor+xnor	1
simple gates	22
compound gates	3
buf+inv	2
Power figures rest on the tool's default switching activity, not on a simulated workload.
